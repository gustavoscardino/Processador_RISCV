**flow/config.mk**
```make
export PLATFORM = sky130hd
export DESIGN_NAME = rom16x32
export DESIGN_NICKNAME = rom16x32
export VERILOG_FILES = /design/flow/design.v
export SDC_FILE = /design/flow/constraint.sdc
export NUM_CORES = 4
export LEC_CHECK = 1
export CORE_AREA = 10 10 70 70
export DIE_AREA = 0 0 80 80
```
**flow/constraint.sdc**
```tcl
current_design rom16x32

set clk_period 1.4
set clk_io_pct 0.2

create_clock -name clk0 -period $clk_period

set non_clock_inputs [all_inputs -no_clocks]
set_input_delay [expr $clk_period * $clk_io_pct] -clock clk0 $non_clock_inputs
set_output_delay [expr $clk_period * $clk_io_pct] -clock clk0 [all_outputs]
```
**flow/design.v**
```verilog
module rom16x32 (
    input [3:0] endereco,
    input clk,
    output [31:0] saida
);
     reg [32:0] rom [15:0];
    initial begin
        rom[0]= {12'd9, 5'd0, 3'd3, 5'd2, 7'd3};  
        rom[1]= {12'd5, 5'd2, 3'd0, 5'd1, 7'd19};  
        rom[2]= {7'b0000000, 5'd1, 5'd0, 3'd2, 5'b00101, 7'd35};  
        rom[3]= {12'd5, 5'd0, 3'd2, 5'd3, 7'd3};  
        rom[4]= {12'b111111110111, 5'd3, 3'd3, 5'd7, 7'd19};  
        rom[5]= {7'd0, 5'd1, 5'd3, 3'd0, 5'd4, 7'd51};  
        rom[6]= {7'b0000000, 5'd1, 5'd3, 3'd0, 5'd4, 7'd99};  
        rom[7]= {12'd3, 5'd2, 3'd0, 5'd4, 7'd19};  
        rom[8]= {12'd19, 5'd0, 3'd0, 5'd27, 7'd19};  
        rom[9]= {12'd6, 5'd0, 3'd0, 5'd13, 7'd19};  
        rom[10]= {12'd59, 5'd0, 3'd0, 5'd18, 7'd19};  
        rom[11]= {7'd32, 5'd2, 5'd3, 3'd0, 5'd5, 7'd51};  
        rom[12]= {12'd5, 5'd2, 3'd0, 5'd9, 7'd19};  
        rom[13]= 32'h00000000; 
        rom[14]= 32'h00000000; 
        rom[15]= 32'h00000000; 
        end
   assign saida = rom[endereco];
endmodule
```
**flow/run.sh**
```bash
#!/bin/bash
# OpenROAD 26Q1-2900-gdf79404cd8, Yosys 0.63+post, stock flow scripts
make -C /OpenROAD-flow-scripts/flow DESIGN_CONFIG=/design/flow/config.mk WORK_HOME=/design/flow/orfs finish
```
==> GITHUB_STEP_SUMMARY <==
### Flow metrics

| Metric | Value |
|---|---|
| Status | `finished with violations` |
| Failing checks | `negative setup slack` |
| Starting Density | `14.5%` |
| Share of cells above drive strength 1 | `76.6%` |
| Synthesis area per yosys | `494 sq um` |
| Maximum VDD drop | `153 uV` |
| Cts hold-fix bufs | `0` |
| Synth cell types | `26` |
| Fin util | `35.0%` |
| Area of the mapped netlist | `494 sq um` |
| Critical path endpoint category | `output pin` |
| Internal power | `193 uW` |
| Register area share after synthesis | `0%` |
| M1 GR Usage | `8.77%` |
| Area Overhead vs Synth | `142%` |
| Initial antenna violation count | `0` |
| First-pass GRT wire length | `3.31 mm` |
| Worst Hold Class | `input pin to output pin` |
| Port buffer count | `30` |
| Post-DP Area | `893 sq um` |
| Comb area leader | `buffers and inverters` |
| Clk pwr share | `0%` |
| Tool Warnings | `40` |
| Via count | `648` |
| Avg WL per Cell | `12.3 um` |
| Remaining routing DRC violations | `0` |
| Final ANT Viol Nets | `0` |
| Placed Instances | `155` |
| Mean area per synthesized cell | `7.16 sq um` |
| Die H | `80 um` |
| Synth warnings | `1` |
| Switching power | `132 uW` |
| Fa+ha+maj area frac | `15.2%` |
| Boundary pin count | `37` |
| Fraction of power consumed by sequential logic | `0%` |
| Grt total ovfl | `0` |
| Cell Pwr Density | `272 nW/um^2` |
| Non-Filler Instances | `174` |
| Worst path slowest cell | `ha_4` |
| Compound-gate portion of the synthesized area | `23.5%` |
| Final Max-Slew Violation Tally | `0` |
| Power, Total | `325 uW` |
| # clk buffers | `0` |
| CP bufs+invs | `6` |
| Setup violators final | `7` |
| Ant diodes | `0` |
| Mux cell area share | `6.33%` |
| Dpl hpwl | `1.45 mm` |
| CP Cell Sequence | `buf_8 > inv_8 > ha_4 > buf_6 > buf_6 > buf_6 > mux2i_2 > a21oi_2 > buf_2` |
| CP Class | `input pin to output pin` |
| Drt first-iter violations | `17` |
| WL final | `2.15 mm` |
| Met3 Use GR | `1.48%` |
| Endpoints failing hold | `0` |
| DR pass1 iterations | `2` |
| Crit path max fanout | `4` |
| Final worst slack | `-0.122 ns` |
| GRT Util Overall | `6.16%` |
| Combinational Power Share | `100.0%` |
| Fin Setup TNS | `-0.371 ns` |
| CP peak stage delay | `0.15 ns` |
| Core outline area | `3420 sq um` |
| CP delay by family, top | `buffers and inverters` |
| Vias per cell | `3.72` |
| Critical Path AT | `1.24 ns` |
| Critical Path RT | `1.12 ns` |
| Largest net degree at the start of global routing | `8` |
| Sw frac | `40.6%` |
| MaxCap Viol Count | `0` |
| Final instance area | `1190 sq um` |
| Period minus WS final | `1.52 ns` |
| Worst Hold Slack | `0.953 ns` |
| Vias in the first global route | `639` |
| Flop Count | `0` |
| Peak Freq | `0.657 GHz` |
| M2 GR Usage | `9.71%` |
| RSZ-0062 raised after global routing | `true` |
| Die Wd | `80 um` |
| CP most frequent cell | `buf_6` |
| Post-synthesis cell count from yosys | `69` |
| Pre-CTS setup slack | `-0.846 ns` |
| And+or+nand+nor area frac | `23.8%` |
| Period utilisation layout | `109%` |
| Synth Area in XOR/XNOR | `0%` |
| Row cnt | `21` |
| Final Wtd Congestion | `0.795` |
| Chip area | `6400 sq um` |
| Leakage | `0.613 nW` |
| Synth Instances | `69` |
| Critical Path Start Type | `input pin` |
| GR peak layer | `met2` |
| Seq. cell area | `0 sq um` |
power groups by stage:
stage | sequential, mW | clock, mW | combinational [mW]
4_1_cts | 0 | 0 | 0.285
5_1_grt | 0 | 0 | 0.355
6_report | 0 | 0 | 0.325
what timing repair did:
action,4_1_cts,5_1_grt
pin swaps,15,12
gates cloned,1,0
endpoints found under the setup margin,26,17
hold endpoints to repair,0,0
resized,116,36
setup buffers,11,7
path summary, 6_finish.rpt:
kind | from | to | cells past startpoint
max | endereco[1] | saida[4] | 9
min | endereco[2] | saida[23] | 4
synth_stat cells (all sizes together) (2+ instances only):
cell    count  area share [%]
a21oi       3             3.8
nor2        6             4.6
nor2b       2             3.0
ha          6              15
o21ai       9              11
mux2i       2             4.1
inv         6             4.6
nand2b      3             3.8
buf        15              26
a211oi      2             4.1
nand2       6             5.6
final cells by class:
cell class                 count  area (sq um)
timing repair buffer          69           578
fill                         347          2220
multi-input combinational     53           519
tap                           46          57.6
inverter                       6          40.0
routing by layer:
layer  wire length (um)  vias up
li1                   -      332
met1               1050      292
met2                940       24
met3                153        0
met4                  0        0
met5                  0        -
placed cells by master (no fill, tap or decap), types with 2 or more instances in the layout:
cell             instances
a211oi_2                 2
conb_1                   6
buf_2                    9
a21oi_2                  3
nand2_4                  3
nor2b_4                  2
clkbuf_2                 9
o21ai_1                  3
clkdlybuf4s15_1          3
inv_8                    2
dlygate4sd2_1            5
nor2_1                   4
nand2_2                  2
buf_6                   17
inv_2                    2
nand2b_4                 2
o21ai_2                  6
buf_8                    2
buf_4                   23
ha_4                     5
cell families after synthesis:
group / Yosys count
other cells: 1
mux: 3
simple gates: 21
fa+ha+maj: 6
buf+inv: 21
compound gates: 17
Power is estimated from default activity; no workload was simulated.
