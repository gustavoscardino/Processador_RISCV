--- config.mk ---
export PLATFORM = sky130hd
export DESIGN_NAME = ram
export DESIGN_NICKNAME = ram
export VERILOG_FILES = /design/flow/design.v
export SDC_FILE = /design/flow/constraint.sdc
export NUM_CORES = 4
export LEC_CHECK = 1
export CORE_UTILIZATION = 50
--- constraint.sdc ---
current_design ram

set clk_period 13.5
set clk_io_pct 0.2

create_clock -name clk0 -period $clk_period [get_ports {clk}]

set non_clock_inputs [all_inputs -no_clocks]
set_input_delay [expr $clk_period * $clk_io_pct] -clock clk0 $non_clock_inputs
set_output_delay [expr $clk_period * $clk_io_pct] -clock clk0 [all_outputs]
--- design.v ---
module ram(
    input clk,
    input [4:0] endereco,
    input we,
    input [63:0] dataIn,
    output [63:0] dataOut
    );
    reg [63:0] mem[31:0];
    assign dataOut = mem[endereco];
    always @(posedge clk) begin
        if (we) begin
            mem[endereco] <= dataIn;
        end
    end
    integer i;
    initial begin
        for ( i= 1; i<32; i=i+1) begin
          mem[i] = 64'h0000000000000000 + i + 3;
        end
    end
    initial mem[0]=64'h0000000000000000 + 5;
endmodule
--- run.sh ---
#!/bin/bash
# OpenROAD 26Q1-2900-gdf79404cd8, Yosys 0.63+post, stock flow scripts
make -C /OpenROAD-flow-scripts/flow DESIGN_CONFIG=/design/flow/config.mk WORK_HOME=/design/flow/orfs finish
==> flow_summary_export.csv <==
group,metric,value,unit
route,routed_wl,204800,um
floorplan,fp_util,0.5036,
pwr,p_comb_frac,0.047,
timing,finalCriticalPeriod,9.447,ns
job,warnings,26,
cts,cts_made_buffers,200,
yosys,netlist_instances,4072,
yosys,ys_seq_frac,0.7927,
cts,cts_tree,"done",
route,vias,39830,
yosys,synth_flops,2048,
pwr,pwr-share-clk,0.402,
timing,drv_slew,0,
grt,grt_pass1_vias,40810,
timing,finalCritPeriodShare,0.6998,
worst_hold_path,hold_path_class,"in2reg",
grt,grt_pass1_wl,290700,um
place,hpwl,103100,um
route,routed_via_density,6.069,
layout,lay_top_cells,"2048 x edfxtp_1, 1024 x mux2i_1, 512 x o22ai_1",
cts,cts_resized,0,
critical_path,start_kind,"primary input",
grt,grt_max_degree,94,
place,gp_routability_congestion,0.8340,
layout,drive_above_1_share,0.1080,
pwr,p_switching,2.712,mW
outcome,outcome,"complete, no violations",
timing,setup_viol,0,
critical_path,cp.required,10.80,ns
pwr,p_sw_frac,0.2106,
timing,slew_headroom,0.3298,
floorplan,core,0.1540,mm2
floorplan,rows,144,
yosys,ys_cells,4072,
grt,antenna_found_initial,9,
route,firstDrtPassIters,5,
critical_path,critPathMaxFanout,85,
route,first_iter_violations,2511,
yosys,area_leaders,"edfxtp_1 79%, mux2i_1 13%, o22ai_1 4.1%",
layout,area_growth_syn_to_layout,13.76,%
route,routedWlPerCell,31.20,um
critical_path,crit_path_end,"dataOut[5]",
cts,cts-root-buf,"clkbuf_16",
floorplan,die_width,395.9,um
cts,htree_levels,4,
critical_path,crit_path_start,"endereco[1]",
yosys,ys_chip_area,0.07758,mm2
pwr,power.leakage,30.32,nW
timing,fmax,105.8,MHz
route,drtAntennaViolNets,0,
timing,rsz0062_at_grt,"false",
layout,regMostFlops,"mem",
floorplan,die_h,395.9,um
pwr,vdd_drop_max,0.0001347,V
layout,largest_reg_flops,2048,
job,maxCapViolations,0,
cts,clock_path_buffers,3,
grt,grt_usage,0.2947,
yosys,synth_area_leader_cell,"edfxtp_1",
yosys,synth.distinct_cells,21,
layout,reg_top3,"mem: 2048 flops",
place,port-buffer-count,134,
timing,hold_viol,0,
layout,final_util,0.5729,
critical_path,path_class,"in2out",
pwr,power_frac_seq,0.551,
pwr,intPower,10.17,mW
cts,postCtsHoldBufs,0,
timing,finalSetupTns,0,ns
yosys,yosysWarnings,1,
timing,worstMarginPinSlew,1.002,ns
yosys,top_cell_area_share,0.7927,
floorplan,num_io_pins,135,
route,drc,0,
grt,overflow,0,
floorplan,chipArea,0.1567,mm2
layout,layout_top_cell,"edfxtp_1",
yosys,synth_area,0.07758,mm2
critical_path,arrival,6.75,ns
critical_path,critPathCaptureType,"output pin",
cts,post_cts_buffers,0,
cts,clkSinkCount,2048,
yosys,syn_area_per_cell,19.05,um2
pwr,power_density,145.9,mW/mm2
cts,path_clk_slew,0.06,ns
-- how the worst min path moves through the flow --
stage,depth (start not counted),endpoint,slack [ns],from
6_report,2,mem[28][14]$_DFFE_PP_,2.67,dataIn[14]
4_1_cts,2,mem[18][29]$_DFFE_PP_,2.61,dataIn[29]
5_1_grt,2,mem[18][29]$_DFFE_PP_,2.66,dataIn[29]
-- synth_stat cells (all sizes together) --
library cell,count
clkbuf,31
nor2,29
nand3,2
or4b,4
nand4,1
or3,1
or3b,3
nand4b,4
nand2,66
or4,1
buf,204
edfxtp,2048
nand4bb,6
nand3b,4
nor4,128
mux2i,1024
o22ai,512
nor3,4
-- routing by layer --
metal	wire length, um	vias up	track usage
li1	-	17320	-
met1	70350	19670	0.4104
met2	93690	2484	0.4090
met3	35390	348	0.2163
met4	5153	18	0.05874
met5	172	-	0.008621
-- logic make-up (layout without fill, tap and decap cells) --
family,count (synthesis),count (layout),synth area share
other,0,1,0
buffers and inverters,235,681,0.01580
AND-OR/OR-AND,512,512,0.04128
AND/OR/NAND/NOR,253,253,0.01813
flip-flops,2048,2048,0.7927
multiplexers,1024,1024,0.1321
-- metrics by stage --
step / hold WS, ns / power (mW) / cell area, um2 / setup slack [ns] / std cells
CTS: 2.615 / 12.96 / 88250 / 4.095 / 6562
global route: 2.657 / 13.25 / 88260 / 3.896 / 6563
finish: 2.669 / 12.88 / 88260 / 4.053 / 6563
floorplan: 2.799 / 7.519 / 77580 / 4.862 / 4072
detailed placement: 3.529 / 7.836 / 82250 / 4.103 / 6213
global placement: 3.524 / 7.831 / 82250 / 4.064 / 6213
-- cell type report --
type                    instances  area, um2
fillers                     11190      65790
repair buffers                332       2983
flip-flops and latches       2048      61500
clock buffers                 262       5259
diodes                          1      2.502
clock inverters                87      750.7
well taps                    2044       2557
multi-input cells            1789      15210
-- worst max-delay path, stage by stage --
cell and delay (ns):
buf_16 0.33, buf_4 0.64, buf_4 0.65, buf_4 0.67, mux2i_1 0.27, o22ai_1 0.12
nor4_1 0.48, nand2_1 0.20, clkdlybuf4s50_1 0.45
-- power groups by stage --
stage | combinational, mW | clock (mW) | sequential, mW
CTS | 0.614 | 5.26 | 7.09
global route | 0.656 | 5.50 | 7.09
finish | 0.611 | 5.18 | 7.09
Power and IR drop assume default switching activity.
