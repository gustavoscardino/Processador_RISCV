`design/flow/config.mk`:
```
export PLATFORM = sky130hd
export DESIGN_NAME = RF
export DESIGN_NICKNAME = RF
export VERILOG_FILES = /design/flow/design.v
export SDC_FILE = /design/flow/constraint.sdc
export NUM_CORES = 4
export LEC_CHECK = 1
export CORE_UTILIZATION = 40
```
`design/flow/constraint.sdc`:
```
current_design RF

set clk_period 15.6
set clk_io_pct 0.2

create_clock -name clk0 -period $clk_period [get_ports {clk}]

set non_clock_inputs [all_inputs -no_clocks]
set_input_delay [expr $clk_period * $clk_io_pct] -clock clk0 $non_clock_inputs
set_output_delay [expr $clk_period * $clk_io_pct] -clock clk0 [all_outputs]
```
`design/flow/design.v`:
```
module RF (
input  [4:0] reg_r1, reg_r2,
input [4:0] reg_w,
input [63:0] data_in,
input en_write, 
input clk,
output [63:0] dout_r1,
output [63:0] dout_r2
);
wire [63:0] rf [31:0];
genvar i;
generate
    for (i = 1; i < 32; i = i + 1) begin : inst_regi
        registrador #(
            .N(64)
        ) regi_middle (
            .D(data_in),
            .load(en_write && reg_w == i),  
            .clk(clk),
            .Q(rf[i])
        );
    end
endgenerate 
assign dout_r1 = (reg_r1==0)?5'b00000:rf[reg_r1];
assign dout_r2 = (reg_r2==0)?5'b00000:rf[reg_r2];
endmodule
module registrador #(parameter N=8) 
(
    input [N-1:0] D,
    input load,
    input clk,
    output  reg signed [N-1:0] Q
);
always @(posedge clk ) begin
    if (load) Q <= D;
end
endmodule
```
`design/flow/run.sh`:
```
#!/bin/bash
# OpenROAD 26Q1-2900-gdf79404cd8, Yosys 0.63+post, stock flow scripts
make -C /OpenROAD-flow-scripts/flow DESIGN_CONFIG=/design/flow/config.mk WORK_HOME=/design/flow/orfs finish
```
==> results.cfg <==
; synthesis and place-and-route metrics
[status]
status = finished clean

[worst_setup_path]
cp.arrival_ns = 8.56
cp.required_ns = 12.48
end_kind = primary output
setup.worst_path.class = in -> out
worstSetupStartpointType = primary input
worstPathMaxFanout = 94

[global_routing]
grt_pass1_wl_um = 632000
grt_use_met1 = 0.427
use_met2 = 0.557
grtUsageTotal = 0.451
grt_overflow = 0
grt_pass1_vias = 79400
gr-usage-met3 = 0.452
grt.busiest_layer = met2
grt_max_degree = 102
antenna_found_initial = 42

[yosys]
edf_count = 1984
synth-async-reset-ratio = 0
ys.flops = 1984
yosys_area_um2 = 88100
ys_seq_frac = 0.676
synth.distinct_cells = 71
ys.flop_type = edfxtp_1
syn_area_per_cell_um2 = 13.2
ys_cells = 6690
syn_inst = 6690
ys_top_cells_by_area = edfxtp_1 (68%), nand3_1 (7.5%), a22oi_1 (5.9%)
synth_top_cell_by_area = edfxtp_1
top_area_frac = 0.676
syn_area_um2 = 88100
ys.warnings.count = 66

[final_layout]
syn_to_final_growth_pct = 14.9
drive_above_1_share = 0.117
mostFrequentLayoutCell = edfxtp_1
regMostFlops = inst_regi.regi_middle.Q
top_regs = inst_regi.regi_middle.Q x1984
logic_area_um2 = 26200
largest_reg_flops = 1984
nFillCells = 18700
final_cell_mix = edfxtp_1 (1984), nand3_1 (1328), a22oi_1 (698)
seq_area_um2 = 59600

[clock_tree]
cts_resized = 0
cts.clk_slew.worst_paths_ns = 0.06
htreeDepth = 4
cts_hold_buffers = 0
clock-root-buffer = clkbuf_16
cts_buffers = 200
cts_tree = yes
clockBufferDepth = 3
post_cts_buffers = 0
clkSinkCount = 1984

[power_and_ir_drop]
p_total_uw = 12000
p_leak_uw = 0.0318
p_per_area_nw_per_um2 = 118
vdd_drop_max_mv = 0.127

[final_timing]
fin_crit_ns = 11.68
rsz0062_at_grt = no
fin_crit_sh = 0.748
hold_viol_final = 0
fin_tns_setup_ns = 0
setup_viol = 0
maxSlewHeadroom = 0.222
tightest_slew_ns = 1.17
finalMaxSlewViolations = 0
fmax_mhz = 85.6

[hold_path]
hold_path.class = in -> reg

[drt]
via_count = 77600
ant_nets = 0
wl_per_cell_um = 47.7
dr.pass1.iters = 10
drt_iter0_markers = 10500
avgViaCountPerCell = 7.86
drc = 0
wirelength_um = 471000

[placement]
portBuffers = 208
post-dp-hpwl_um = 257000
gp_congestion = 1.07

[flow_run]
max_cap_violations = 0
warnings = 31

[die]
chip_area_um2 = 222000
die_w_um = 471
initCoreUtil = 0.404
die_y_um = 471
core_region_area_um2 = 218000
fp-row-count = 171
io_pins = 209
## logic make-up (layout without fill, tap and decap cells)
family                 Yosys count  in the layout  share of synthesized area
AND/OR/NAND/NOR               2637           2637                      0.169
flip-flops                    1984           1984                      0.676
AND-OR/OR-AND                 1382           1382                      0.121
buffers and inverters          675            946                     0.0328
multiplexers                    12             12                    0.00145
other                            0             57                          0
## synth_stat cells (all sizes together) (57+ instances only)
cell type,n
a31oi,111
nor4,82
a22o,67
clkbuf,359
nand2,78
buf,309
a21oi,148
and4,87
a222oi,105
edfxtp,1984
nand3,1328
and3,425
nor2,57
nand4,421
a2111oi,115
a22oi,698
## cell type report
class | instances | share of cell area
sequential | 1984 | 0.588
multi-input combinational | 4031 | 0.259
clock buffer | 237 | 0.0508
timing repair buffer | 560 | 0.0491
tap | 2854 | 0.0353
clock inverter | 142 | 0.0155
antenna | 57 | 0.00141
inverter | 7 | 0.000260
## worst max-delay path: stages
cell and delay (ns):
clkdlybuf4s50_1 0.41, buf_4 0.27, nor2_4 0.63, buf_12 0.48, and2_2 1.00, buf_4 0.73
a22oi_1 0.16, and4_1 0.25, a31oi_1 0.65, clkdlybuf4s50_1 0.60
## routing by layer
metal / share of wire / vias to the layer above / wire length (um)
li1: - / 28000 / -
met1: 0.27 / 36200 / 129000
met2: 0.39 / 10200 / 183000
met3: 0.23 / 3128 / 109000
met4: 0.099 / 117 / 46600
met5: 0.0066 / - / 3120
## stage by stage
stage	util	instances	hold WS (ns)	instance area (um^2)	setup slack, ns
6_report	0.464	9872	3.01	101000	3.92
5_1_grt	0.464	9829	3.06	101000	4.17
4_1_cts	0.464	9814	3.01	101000	4.43
3_5_place_dp	0.433	9435	3.95	94400	4.44
3_3_place_gp	0.433	9435	3.94	94400	4.45
2_1_floorplan	-	6690	3.22	88100	7.82
## power by group
part           internal (uW)  switching [uW]
registers               5930            35.3
logic                    267             701
clock network           2790            2230
## final timing paths
kind	from	end	slack, ns	cells past startpoint
min	data_in[13]	inst_regi[3].regi_middle.Q[13]$_DFFE_PP_	3.01	2
max	reg_r1[4]	dout_r1[6]	3.92	10
Power is estimated from default activity; no workload was simulated.
